### flow/config.mk
export PLATFORM = sky130hd
export DESIGN_NAME = program_counter
export DESIGN_NICKNAME = program_counter
export VERILOG_FILES = /design/flow/design.v
export SDC_FILE = /design/flow/constraint.sdc
export NUM_CORES = 4
export LEC_CHECK = 1
export CORE_AREA = 10 10 88 88
export DIE_AREA = 0 0 98 98
### flow/constraint.sdc
current_design program_counter

set clk_period 3.8
set clk_io_pct 0.2

create_clock -name clk0 -period $clk_period [get_ports {clk}]

set non_clock_inputs [all_inputs -no_clocks]
set_input_delay [expr $clk_period * $clk_io_pct] -clock clk0 $non_clock_inputs
set_output_delay [expr $clk_period * $clk_io_pct] -clock clk0 [all_outputs]
### flow/design.v
`timescale 1ns / 1ps
module program_counter(clk,reset, data,load, out);
input clk,reset,load;
input[15:0] data;
output reg[15:0] out;
reg[15:0] state;
always @(posedge clk or posedge reset)
begin
if(reset) state = 0;
else 
if(load==1) state = data;
else state = state+1; 
out = state;
end
endmodule
### flow/run.sh
#!/bin/bash
# OpenROAD 26Q1-2900-gdf79404cd8, Yosys 0.63+post, stock flow scripts
make -C /OpenROAD-flow-scripts/flow DESIGN_CONFIG=/design/flow/config.mk WORK_HOME=/design/flow/orfs finish
==> design notes <==
STA puts the critical path data arrival time at 1240 ps. From the final report, the count of setup violators was given as 0. The terminus of the critical flop-to-flop path was state[14]. The final design instance area without fill came out at 1350 um2.

The critical path buffer and inverter count was 1; the cell total after placement was 198. Per the Yosys statistics, synthesis produced 91 cells. The first routing iteration left 61 violations. Sorting the synthesis cell report by count puts at the top nand2_1. The run gives 0.0277 as the routing usage on met3.

The core utilization of the finished layout is 0.227. With the post-synthesis xor/xnor area fraction at 0.140, the maximum frequency from static timing analysis is 500 MHz. The run gives 1.00 for the fraction of registers with async set/reset. Number of nets still failing antenna checks after routing: 0. The tree is rooted in a clkbuf_8. The cell count of the worst hold path was 1; the share of the synthesized area in the top cell type was 0.458. The worst path in the final design needs a cycle of 2000 ps, including I/O delays and setup. Met1 usage in global routing: 0.0693. The stat command in Yosys gives a chip area of 875 um2.

The floorplan core density is 0.148. Setup repair after global routing left no endpoint under its margin. In this run the deepest clock path goes through 2 buffers. The run gives 5 for the depth of the worst register-to-register path. STA lists the maximum fanout along the critical path as 6. With the reported leakage power at 0.488 nW, the total of hold buffers inserted after clock tree synthesis is 0. The tools report the hold-critical path endpoint as state[0]. After clock tree synthesis, the clock-pin slew on the worst setup and hold paths is 60 ps. The first global-routing pass estimated 4150 um of wire.

The chip occupies 9600 um2. The run gives 0.458 for the sequential element share of the synthesized area. The tools report the via total after detailed routing as 718. With the total power draw at 443 uW, the post-synthesis to final-layout area growth is 53.9%. The run gives 3.57 for the via density per instance. dfrtp_1 takes more of the synthesized area than any other cell. The most congested layer reported by global routing is met2.

The run gives 0.0143 for the adder and majority gate portion of the synthesized area. The count of buffers inserted at the top-level ports is 34, and the largest net degree at the start of global routing is 30. The run gives 0 as the leftover overflow at the end of global routing. The area fraction in compound gates came out at 0.0744.

Type of element launching the critical path: a flop. RePlAce ended its routability-driven mode at a weighted congestion of 0.803. Area fraction in and, or, nand and nor cells after synthesis: 0.245. The synthesis run identifies the leading combinational cell family as simple AND/OR/NAND/NOR gates. The report lists the cells along the critical path as clkdlybuf4s50_1. The run gives 0 as the number of diodes. The run gives 0.0522 as the combined global-route utilization of all metal layers. STA lists the startpoint of the worst hold path as state[0]. The fraction of final layout cells sized beyond drive strength 1 works out to 0.111. The run gives 0.591 ps for the worst clock skew. Among cell families on the critical path, the largest total delay comes from buffers and inverters. Note, the detailed placer reported a final HPWL of 1970 um. The logs give 0 for the number of antenna violations at the first check in global routing and 35 for the top-level port count.

The run gives 2 for the first-pass iteration count of the detailed router. The average size of a mapped cell came out at 9.61 um2. The cell type of the slowest stage on the worst timing path was clkdlybuf4s50_1. The synthesized design contains 16 register bits. The tally of non-filler cells in the final layout was 201; the actual transition at the worst max-transition pin was 613 ps. The number of clock buffers added by TritonCTS is 3. The CTS log lists the clock sinks for this run as 16.

The final max-slew violation count recorded for this run is 0. The number of instances in the synthesized netlist was 91. Counting distinct cell types in the post-synthesis netlist gives 17. The stage-log warning count came out at 25. Adding up every negative setup slack in the final design gives 0 ps. The routed layout reports a DRC error count of 0. The register with the most flip-flops in the layout has 16 of them. For reference, the top cells by count after synthesis are 17 x nand2_1, 16 x dfrtp_1, 10 x xnor2_1, 7 x o21ai_0, 6 x o21ai_1.

In this run, synthesis inferred 0 flip-flops with an integrated enable. TritonCTS built the clock tree. The run gives 0.591 as the headroom to the max-slew limit. Among all flip-flop cells after synthesis, the most frequent one is dfrtp_1.

The worst register-to-register path begins at state[0]. The tools report the count of warnings emitted by yosys as 1. Per the OpenROAD floorplan log, the area of the core is 5920 um2.

By area the synthesized netlist is led by dfrtp_1 46%, xnor2_1 10%, nand2_1 7.3%. For the total number of H-tree levels, the log shows 1. STA reports the tightest min-delay check as being of type reg2reg. The longest incremental delay of any stage on the critical path is reported as 520 ps. The tools report the number of violations of the max-capacitance limit as 0.

After floorplanning, the core was divided into 28 placement rows. The total detailed-routing wirelength was 2430 um. The worst reg-to-reg setup slack is 2190 ps. The required arrival time at the worst endpoint is 3040 ps.

Post-cts gate resize count: 0. The die is 98 um wide. The later pin in the worst-skew pair is clocked with a latency of 240 ps. Per the summary, power density relative to cell area is 329 nW/um2. Per the power-grid run, VDD falls by no more than 0.162 mV. The post-synth design cell area is 875 um2. Counting endpoints that fail hold in the final report gives 0.

The critical path is of the reg2out type. Measured along the y axis, the die boundary spans 98 um. The area fraction in mux cells is 0.0386, and the share of the clock period used by the worst path is 0.527. With the number of global-route vias before repair at 782, the routing usage on met2 is 0.0766. The setup fix buffers added after clock tree synthesis came out at 0.

Capturing element type of the critical path: an output port. The run finished with clean final reports. In the final routed layout, each cell accounts on average for 12.1 um. Per the detailed placement report, the placed cell area equals 1310 um2.
[where the power goes]
group          total, mW  internal (mW)  switching (mW)
registers          0.217          0.189          0.0278
clock network      0.123         0.0701          0.0527
logic              0.103         0.0697          0.0333
[stage by stage]
stage | setup WS (ps) | hold WS [ps]
CTS | 1780 | 582
global route | 1740 | 618
finish | 1800 | 574
global placement | 1820 | 560
floorplan | 2300 | 496
detailed placement | 1800 | 572
[layout make-up]
type                    instances  area, um2
fillers                       629       4570
repair buffers                 35        348
inverters                       4       15.0
well taps                      75       93.8
clock buffers                   3       41.3
flip-flops and latches         16        400
multi-input cells              68        448
[routing by layer]
metal / part of all wire / wire length, um
met2: 0.42 / 1020
met4: 0.0070 / 17
met1: 0.47 / 1150
met5: 0 / 0
met3: 0.099 / 241
[kinds of logic after synthesis]
logic type      Yosys count
buf+inv                   7
mux                       3
simple gates             37
fa+ha+maj                 1
compound gates           13
xor+xnor                 14
flops                    16
[how the worst max path moves through the flow]
stage,startpoint,end,slack [ps],cells after the start
5_1_grt,state[2],out[2],1740,1
4_1_cts,state[2],out[2],1780,1
6_report,state[2],out[2],1800,1
[placed cells by master, fill, tap and decap left out, drive strengths merged]
master | synthesis | routed
clkbuf | 3 | 3
mux2 | 3 | 3
nand3 | 5 | 5
buf | 0 | 1
o21ai | 13 | 13
clkdlybuf4s50 | 0 | 34
nand2 | 17 | 17
xnor2 | 10 | 10
xor2 | 4 | 4
dfrtp | 16 | 16
nand4 | 4 | 4
inv | 4 | 4
nor2 | 3 | 3
nor3 | 3 | 3
ha | 1 | 1
nor4 | 5 | 5
[worst register-to-register path: stages, from the launching register on]
cell and delay [ps]:
dfrtp_1 430, ha_1 260, nand4_2 220, nor4_2 360, xnor2_1 160, o21ai_1 70
No activity file was given, so power comes from the tool's default toggle rates.
