==> design/flow/design.v <==
`timescale 1ns / 1ps
module Register(in, clk, load, out);
input[15:0] in;
input clk, load;
output reg[15:0] out;
reg[15:0] state; 
always @(posedge clk)
begin
if(load == 1) state = in;
out = state;
end
endmodule
==> design/flow/run.sh <==
#!/bin/bash
# OpenROAD 26Q1-2900-gdf79404cd8, Yosys 0.63+post, stock flow scripts
make -C /OpenROAD-flow-scripts/flow DESIGN_CONFIG=/design/flow/config.mk WORK_HOME=/design/flow/orfs finish
==> design/flow/config.mk <==
export PLATFORM = sky130hd
export DESIGN_NAME = Register
export DESIGN_NICKNAME = Register
export VERILOG_FILES = /design/flow/design.v
export SDC_FILE = /design/flow/constraint.sdc
export NUM_CORES = 4
export LEC_CHECK = 1
export CORE_AREA = 10 10 80 80
export DIE_AREA = 0 0 90 90
==> design/flow/constraint.sdc <==
current_design Register

set clk_period 1.0
set clk_io_pct 0.2

create_clock -name clk0 -period $clk_period [get_ports {clk}]

set non_clock_inputs [all_inputs -no_clocks]
set_input_delay [expr $clk_period * $clk_io_pct] -clock clk0 $non_clock_inputs
set_output_delay [expr $clk_period * $clk_io_pct] -clock clk0 [all_outputs]
==> deck_impl_summary.md <==
Key Metrics from the Run

Placed design
  – Number of cells after detailed placement: 118
  – Final estimated routing congestion in global placement: about 0.66
  – I/O Buffers: 33
  – Setup Slack @ Placement: -0.1553 ns

Synth
  – Share of the synthesized area in the top cell type: 100.0%
  – Cell with the most instances after synthesis: sky130_fd_sc_hd__edfxtp_1
  – Commonest cells in the synthesized netlist: 16 x sky130_fd_sc_hd__edfxtp_1
  – Instance tally after logic synthesis: 16
  – Syn. warnings: 1
  – Cell taking the most area after synthesis: sky130_fd_sc_hd__edfxtp_1
  – Cell total in the yosys stat output: 16
  – Area of the mapped netlist: 480.5 um2
  – Flip-flops with a built-in enable: 16
  – Cell types with the largest area share after synthesis: sky130_fd_sc_hd__edfxtp_1 100%
  – Yosys chip area: 480.5 um2
  – Dominant register cell: sky130_fd_sc_hd__edfxtp_1
  – Register share after synthesis: 100.0%
  – Post-synth ARST share: 0%
  – FF+latch count, synth: 16
  – Number of distinct library cell variants in the gate-level netlist after synthesis: 1
  – Post-Synthesis Mean Instance Area: 30.03 um2

Global route
  – Total global routing track utilization: 3.063%
  – Global-route wire length before repair: 1973 um
  – Antenna violations before repair: 0
  – Overflow left after global routing: 0
  – Vias in the first global route: about 360
  – Maximum number of pins on one net before global-route repair: 9

Floorplanning
  – Width of the chip: 90 um
  – IO Pins: 34
  – Vertical die size: 90 um
  – Core Box Area: 0.004723 mm2
  – Overall chip area: 0.008100 mm2
  – Effective utilization at floorplan: 10.17%
  – Number of cell rows: 25

STA
  – Final Worst Setup Slack: 0.07462 ns
  – Slew at the pin closest to its max-slew limit: 0.1036 ns
  – Slew Limit Headroom: 93.09%
  – Final critical path time including I/O delays and setup: 0.9254 ns
  – Final critical-path share of the clock period: 92.54%
  – Final setup violation count: 0
  – Final slew viol count: 0
  – Hold_ws: 0.5195 ns
  – Fin Setup TNS: 0 ns
  – Setup repair after global routing missed its margin: no
  – Maximum frequency from static timing analysis: 1081 MHz
  – Final Hold Vio Count: 0

Worst setup path
  – Cell family contributing the most delay on the critical path: flip-flops
  – Path type of the worst setup path: reg -> out
  – Chain of cells forming the critical path: buf_2
  – Slowest CP cell: sky130_fd_sc_hd__edfxtp_1
  – Delay contributed by the slowest stage of the critical path: 0.37 ns
  – Category of the worst setup path capture point: output pin
  – Endpoint required time on the critical path: approximately 0.8 ns
  – CP arrival: 0.73 ns
  – Crit start category: flop
  – Buffer-and-inverter tally for the worst setup path: 1
  – CP Max Fanout: 1

Clock network
  – Clock tree from TritonCTS: built
  – CTS clock-pin slew for the worst setup and hold paths: ~0.050 ns
  – Total number of clock tree sinks: 16
  – H-Tree Depth: 1
  – TritonCTS Buffers: 3
  – Clock tree root buffer cell: sky130_fd_sc_hd__clkbuf_8
  – Number of buffers between clock root and the deepest sink: 2

Cells and area
  – Flip-flop count of the largest register, all copies and words added: 16
  – Layout cell share with drive strength beyond 1: 38.89%
  – Number of cells in the finished layout apart from fillers: 121
  – Total area of multi-input combinational cells: 0 um2
  – Signed area change from the synthesized netlist to the final layout: 81.25%
  – Number of multi-input combinational cells in the layout: 0

Detailed routing
  – Number of design rule violations left after detail routing: 0
  – Diodes inserted: 0
  – Via count of the routed design: 295
  – TritonRoute pass-1 iters: 2
  – Final Routed Wirelength: 1300 um
  – Drt first-iter violations: 9
  – Routed WL per cell: 10.74 um
  – Via density per instance: 2.438
  – Number of nets with antenna violations after detailed routing: 0

Status
  – Run status: completed

Power
  – Leakage power summed over all cells: 0.0003188 uW
  – Maximum VDD drop: 0.3982 mV
  – Power per standard cell area: 1575 mW/mm2
  – Post-layout total power: 1371 uW

Job
  – Max capacitance violation total: 0
  – Total tool warning count: 25

Hold path
  – Type of the most critical hold path: in -> reg
[final cells by class]
type,instances,area (um2)
well taps,67,83.83
fillers,511,3852
clock buffers,3,41.29
flip-flops and latches,16,480.5
repair buffers,35,265.3
[per-layer routing]
metal	up-vias	wire [um]	global-route usage, %
li1	140	-	-
met1	132	529	3.856
met2	21	646	5.024
met3	2	77	0.5868
met5	-	0	0
met4	0	47	1.326
[stage by stage]
| step | utilization, % | area [um2] |
|---|---|---|
| 2_1_floorplan | - | 480.5 |
| 3_3_place_gp | 19.26 | 909.6 |
| 3_5_place_dp | 19.26 | 909.6 |
| 4_1_cts | 19.18 | 905.9 |
| 5_1_grt | 18.44 | 870.8 |
| 6_report | 18.44 | 870.8 |
[cell usage in the layout, fill, tap and decap left out, drive strengths merged]
cell type      synthesis  final
edfxtp                16     16
clkdlybuf4s50          0     17
buf                    0     11
clkbuf                 0     10
[where the power goes]
group	internal (uW)	switching (uW)	total, uW
Sequential	797	12.5	810
Clock	265	172	437
Combinational	93.2	30.8	124
[path summary, 6_finish.rpt]
kind	from	endpoint	slack, ns	depth (start not counted)
worst max-delay path	out[6]$_DFFE_PP_	out[6]	0.07	1
worst min-delay path	in[0]	out[0]$_DFFE_PP_	0.52	1
[logic make-up after synthesis]
kind of cell	Yosys count	synth area share, %
DFF	16	100.0
[timing repair]
action                                  in CTS  in global routing
gates resized                               41                  7
endpoints found under the setup margin      16                  7
buffers inserted                             0                  0
hold buffers                                 0                  0
endpoints found under the hold margin        0                  0
pin swaps                                    0                  0
No activity file was given, so power comes from the tool's default toggle rates.
