==> /design/flow/design.v <==
`timescale 1ns / 1ps
module ALU(X, Y, zx, nx, zy, ny, f, no, out,zr,ng);
input zx, nx, zy, ny, f, no;
reg[5:0] control_vector;
input[15:0] X,Y;
output reg[15:0] out;
output reg zr,ng;
parameter s0 = 6'b101010, s1 = 6'b111111, s2 = 6'b111010, s3 = 6'b001100,s4 = 6'b110000,s5 = 6'b001101;
parameter s6 = 6'b110001, s7 = 6'b001111, s8 = 6'b110011, s9 = 6'b011111,s10 = 6'b110111,s11 = 6'b001110;
parameter s12 = 6'b110010, s13 = 6'b000010, s14 = 6'b010011, s15 = 6'b000111,s16 = 6'b000000,s17 = 6'b010101;
always @(*)
begin
control_vector = {zx, nx, zy, ny, f, no};
case(control_vector)
 s0 : out = 0;
 s1 : out = 1;
 s2 : out = -1;
 s3: out = X;
 s4 : out = Y;
 s5 : out = !X; 
 s6 : out =  !Y;
 s7 : out = -X; 
 s8 : out = -Y; 
 s9: out = X+1;
 s10 : out = Y+1; 
 s11 : out = X-1; 
 s12 : out = Y-1; 
 s13 : out = X+Y; 
 s14 : out = X-Y; 
 s15 : out = Y-X; 
 s16 : out = X&Y; 
 s17 : out = X|Y;
 default: out = 16'bz;
endcase
if(out == 0) zr = 1;
else zr = 0 ;
if (out < 0) ng = 1;
else ng = 0;
end
endmodule
==> /design/flow/run.sh <==
#!/bin/bash
# OpenROAD 26Q1-2900-gdf79404cd8, Yosys 0.63+post, stock flow scripts
make -C /OpenROAD-flow-scripts/flow DESIGN_CONFIG=/design/flow/config.mk WORK_HOME=/design/flow/orfs finish
==> /design/flow/config.mk <==
export PLATFORM = sky130hd
export DESIGN_NAME = ALU
export DESIGN_NICKNAME = ALU
export VERILOG_FILES = /design/flow/design.v
export SDC_FILE = /design/flow/constraint.sdc
export NUM_CORES = 4
export LEC_CHECK = 1
export CORE_UTILIZATION = 50
==> /design/flow/constraint.sdc <==
current_design ALU

set clk_period 8.6
set clk_io_pct 0.2

create_clock -name clk0 -period $clk_period

set non_clock_inputs [all_inputs -no_clocks]
set_input_delay [expr $clk_period * $clk_io_pct] -clock clk0 $non_clock_inputs
set_output_delay [expr $clk_period * $clk_io_pct] -clock clk0 [all_outputs]
==> changes_impl.md <==
### Implementation results

- DR vias: 4,833
- Fillers: 686
- Tool warnings: 34
- Synth Cell Area: 3780 um2
- Place WS: 0.0555 ns
- Critical path fanouts, max: 10
- Fmax: 119 MHz
- Drt first pass iters: 6
- Placed inst area: 4550 um2
- Comb area leader: AND-OR/OR-AND gates
- Worst Path Arrival: 6.69 ns
- Vert. Die Dim: 88.9 um
- First-pass GRT wire length: 21,600 um
- Routed WL per cell: 20.1 um
- Mux area share: 2.15%
- Worst Path Required: 6.88 ns
- Yosys chip area: 3780 um2
- Complex Gates by Area: 37.1%
- Post-synth seq share: 0%
- Final worst-path cycle share: 97.8%
- Synth-to-layout area growth: 23.7%
- Top cells by area: ha_1 11%, a21oi_1 7.2%, xnor2_1 4.6%
- Area of the core: 7290 um2
- Crit path time final: 8.41 ns
- Post-route antenna net violation count: 0
- Worst min path class: primary input to output port
- Worst Slack Setup Final: 0.190 ns
- Total global-route track usage: 36.7%
- Avg Inst Size Synth: 6.82 um2
- Yosys xor share: 7.42%
- Vias/cell: 6.76
- Netlist cell types: 84
- Cell Rows: 31
- Vias in the first global route: 4,037
- FF+latch count: 0
- Mapped Cells: 554
- FF+latch area: 0 um2
- Tightest Pin Transition: 0.859 ns
- Setup_tns: 0 ns
- Leak pwr: 1.97 nW
- DIE WIDTH: 88.9 um
- Share of layout cells above drive strength 1: 15.7%
- # IOs: 56
- Fin util: 64.1%
- Full die area: 7910 um2
- Comb gate area: 3590 um2
- Synth top area share: 10.9%
- Status: completed
- Yosys Warn Count: 2
- Residual DRC: 0
- Clock buffers: 0
- Routed wire length: 14,400 um
- Synth Area in Simple Gates: 32.8%
- Peak VDD IR: 0.0295 mV
- Fa+ha+maj area frac: 12.0%
- # diodes: 0
- Max-slew headroom at the worst pin: 41.9%
- Final hold violation count: 0
- Gp weighted congestion: 1.13
- Worst Hold Path EP: out[0]
- Violation tally from detailed-route iteration zero: 488
- I/O Buffers: 55
- Crit. End Element: output port
- Critical path class: primary input to output port
- Leading area contributor after synthesis: ha_1
- Pwr/cell area: 40.4 nW/um2
- Hold Path Stages: 4
- Remaining global-route overflow: 0
- Final Max Tran Viols: 0
- Largest net degree at the start of global routing: 17
- # setup viols final: 0
- Startpoint Class: primary input
- Hold_buf cts: 0
- Ys cells: 554
- Max cap viols: 0
- Initial antenna violation count: 0
- Worst Hold Launch: Y[0]
- HPWL Detailed: 11,500 um
- Post-Layout Inst Area: 4670 um2
- Pre-Place Util: 51.8%
==> area by class of cell <==
class	count	area share, %
inverter	18	1.45
tap	99	2.65
multi-input combinational	497	76.7
timing repair buffer	101	19.2
==> placed cells by master, fill, tap and decap left out, types with 9 or more instances in the layout <==
cell type / instances
nand4_1: 12
inv_1: 18
ha_1: 32
xor2_1: 12
or3_1: 9
nor3_1: 27
o211ai_1: 9
nand3_1: 14
o21ai_0: 29
clkdlybuf4s50_1: 55
xnor2_1: 20
buf_4: 46
a221oi_1: 9
nor2_1: 45
nand2_1: 39
a21o_1: 14
a21oi_1: 54
==> synthesized netlist by cell type (5+ instances only) <==
| library cell | number |
|---|---|
| a21oi_1 | 54 |
| nor3b_1 | 6 |
| a2111oi_0 | 6 |
| nor4_1 | 9 |
| a211oi_1 | 8 |
| nor2_1 | 45 |
| a21o_1 | 14 |
| clkbuf_8 | 5 |
| xnor2_1 | 20 |
| o21a_1 | 6 |
| nor2b_1 | 8 |
| nor3_1 | 27 |
| ha_1 | 33 |
| o211ai_1 | 9 |
| inv_1 | 18 |
| mux2i_1 | 7 |
| buf_4 | 5 |
| o31ai_1 | 8 |
| nand3_1 | 14 |
| and3_1 | 5 |
| a221oi_1 | 11 |
| and2_1 | 5 |
| o21ai_0 | 30 |
| nand4_1 | 12 |
| nand2_1 | 39 |
| xor2_1 | 12 |
| clkbuf_1 | 21 |
| or3_1 | 9 |
==> cells by family (layout without fill, tap and decap cells) <==
family                   Yosys count  count (layout)
AND-OR/OR-AND                    200             200
XOR/XNOR                          32              32
adder cells (fa/ha/maj)           35              35
buffers and inverters             57             119
multiplexers                       8               8
other                              1               1
AND/OR/NAND/NOR                  221             221
==> per-layer routing <==
layer  vias to the layer above  GRT usage (%)  share of wire (%)
li1                       2286              -                  -
met1                      2229           57.9                 46
met2                       287           49.5                 39
met3                        31           8.52                 12
met4                         0           9.68                2.8
met5                         -              0                  0
==> power by group <==
part / switching, W / internal (W)
clock: 0 / 0
combinational: 0.000101 / 0.0000878
sequential: 0 / 0
total: 0.000101 / 0.0000878
==> worst max-delay path, stage by stage <==
cell	delay (ns)
clkdlybuf4s50_1	0.47
or4b_2	0.72
o22a_1	0.24
buf_4	0.19
a221oi_2	0.21
ha_1	0.32
buf_4	0.16
xnor2_1	0.25
nor2_1	0.09
a2111oi_2	0.32
o311ai_2	0.18
or4_1	0.56
or4_1	0.49
nor4_2	0.27
clkdlybuf4s50_1	0.50
==> worst max-delay path by stage <==
stage | startpoint | endpoint | slack [ns]
finish | zy | zr | 0.19
CTS | zy | zr | 0.04
global route | X[0] | zr | -0.01
==> through the flow <==
stage	hold slack [ns]	cells	total power (W)
after floorplan	3.53	554	0.000101
after global placement	4.61	714	0.000176
after detailed placement	4.61	714	0.000176
after CTS	4.61	714	0.000178
after global routing	4.68	715	0.000203
final	4.64	715	0.000189
==> timing repair <==
item                       4_1_cts  5_1_grt
resized                          0       26
setup endpoints to repair        0        1
setup buffers                    0        1
No activity file was given, so power comes from the tool's default toggle rates.
